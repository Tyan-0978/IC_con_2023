**./design.v**
```verilog
module LASER (
    input        CLK,
    input        RST,
    input  [3:0] X,
    input  [3:0] Y,
    output [3:0] C1X,
    output [3:0] C1Y,
    output [3:0] C2X,
    output [3:0] C2Y,
    output DONE
);
integer i;
genvar j;
parameter S_IN  = 0;
parameter S_TRV = 1;
parameter S_NEW = 2;
parameter S_END = 3;
parameter TS_R = 0;
parameter TS_L = 1;
parameter TS_D = 2;
parameter TS_CALC = 3;
parameter TS_END  = 4;
reg  [1:0] state, next_state;
reg  [2:0] trv_state, next_trv_state;
wire converge;
wire calc_end, trv_end;
reg  [5:0] in_count, next_in_count;
reg  [1:0] cvg_count, next_cvg_count;
reg  [3:0] points_x [0:39], next_points_x [0:39];
reg  [3:0] points_y [0:39], next_points_y [0:39];
reg  is_valid [0:39], next_is_valid [0:39];
reg  [3:0] x, next_x;
reg  [3:0] y, next_y;
reg  [5:0] cover_num, next_cover_num;
wire [3:0] calc_tmp;
reg  [2:0] calc_count, next_calc_count;
reg  [5:0] max_cover, next_max_cover;
reg  [3:0] max_x, next_max_x;
reg  [3:0] max_y, next_max_y;
wire cv_out [0:7];
reg  valid_cv_out [0:7];
wire [3:0] cv_cx, cv_cy;
reg  [3:0] cx1, next_cx1;
reg  [3:0] cy1, next_cy1;
reg  [3:0] cx2, next_cx2;
reg  [3:0] cy2, next_cy2;
assign C1X = cx1;
assign C1Y = cy1;
assign C2X = cx2;
assign C2Y = cy2;
assign DONE = (state == S_END);
assign cv_cx = (state == S_TRV) ? x : max_x;
assign cv_cy = (state == S_TRV) ? y : max_y;
generate
    for (j = 0; j < 8; j = j + 1) begin
        is_covered cv0 (
            .ci(cv_cx), .cj(cv_cy), 
            .pi(points_x[j]), .pj(points_y[j]), 
            .covered(cv_out[j])
            );
    end
endgenerate
always @(*) begin
    case (state)
        S_IN : next_state = (in_count == 39) ? S_TRV : S_IN;
        S_TRV: next_state = (trv_end) ? S_NEW : S_TRV;
        S_NEW: begin
            if (calc_end) begin
                next_state = (converge && cvg_count >= 2) ? S_END : S_TRV;
            end
            else begin
                next_state = S_NEW;
            end
        end
        S_END: next_state = S_IN;
        default: next_state = S_IN;
    endcase
    if (state == S_TRV) begin
        case (trv_state)
            TS_R: next_trv_state = TS_CALC;
            TS_L: next_trv_state = TS_CALC;
            TS_D: next_trv_state = TS_CALC;
            TS_CALC: next_trv_state = (calc_end) ? TS_END : TS_CALC;
            TS_END: begin
                if (y[0]) begin   
                    if (x == 0) next_trv_state = TS_D;
                    else        next_trv_state = TS_L;
                end
                else begin   
                    if (x == 15) next_trv_state = TS_D;
                    else         next_trv_state = TS_R;
                end
            end
            default: next_trv_state = TS_CALC;
        endcase
    end
    else begin
        next_trv_state = TS_CALC;
    end
end
always @(posedge CLK or posedge RST) begin
    if (RST) begin
        state <= S_IN;
        trv_state <= TS_CALC;
    end
    else begin
        state <= next_state;
        trv_state <= next_trv_state;
    end
end
assign converge = (state == S_NEW && max_x == cx1 && max_y == cy1);
assign calc_end = (calc_count == 4);
assign trv_end = (x == 0 && y == 15 && trv_state == TS_END);
always @(*) begin
    if (state == S_IN) begin
        next_in_count = in_count + 1;
    end
    else begin
        next_in_count = 0;
    end
    if (trv_end && cvg_count < 2) begin
        next_cvg_count = cvg_count + 1;
    end
    else begin
        next_cvg_count = cvg_count;
    end
end
always @(*) begin
    case (state)
        S_IN: begin
            next_points_x[0] = X;
            next_points_y[0] = Y;
            for (i = 1; i < 40; i = i + 1) begin
                next_points_x[i] = points_x[i-1];
                next_points_y[i] = points_y[i-1];
            end
            for (i = 0; i < 40; i = i + 1) begin
                next_is_valid[i] = 1;
            end
        end
        S_TRV: begin
            if (trv_state == TS_CALC) begin
                for (i = 0; i < 8; i = i + 1) begin
                    next_points_x[i] = points_x[i+32];
                    next_points_y[i] = points_y[i+32];
                    next_is_valid[i] = is_valid[i+32];
                end
                for (i = 8; i < 40; i = i + 1) begin
                    next_points_x[i] = points_x[i-8];
                    next_points_y[i] = points_y[i-8];
                    next_is_valid[i] = is_valid[i-8];
                end
            end
            else begin
                for (i = 0; i < 40; i = i + 1) begin
                    next_points_x[i] = points_x[i];
                    next_points_y[i] = points_y[i];
                    next_is_valid[i] = is_valid[i];
                end
            end
        end
        S_NEW: begin
            for (i = 0; i < 8; i = i + 1) begin
                next_points_x[i] = points_x[i+32];
                next_points_y[i] = points_y[i+32];
            end
            for (i = 8; i < 40; i = i + 1) begin
                next_points_x[i] = points_x[i-8];
                next_points_y[i] = points_y[i-8];
            end
            for (i = 0; i < 8; i = i + 1) begin
                next_is_valid[i] = is_valid[i+32];
            end
            for (i = 8; i < 16; i = i + 1) begin
                next_is_valid[i] = ~cv_out[i-8];
            end
            for (i = 16; i < 40; i = i + 1) begin
                next_is_valid[i] = is_valid[i-8];
            end
        end
        default: begin
            for (i = 0; i < 40; i = i + 1) begin
                next_points_x[i] = points_x[i];
                next_points_y[i] = points_y[i];
                next_is_valid[i] = is_valid[i];
            end
        end
    endcase
end
always @(*) begin
    for (i = 0; i < 8; i = i + 1) begin
        valid_cv_out[i] = cv_out[i] & is_valid[i];
    end
end
assign calc_tmp = valid_cv_out[0] + valid_cv_out[1] 
                + valid_cv_out[2] + valid_cv_out[3] 
                + valid_cv_out[4] + valid_cv_out[5] 
                + valid_cv_out[6] + valid_cv_out[7];
always @(*) begin
    if (state == S_TRV) begin
        case (trv_state)
            TS_R: begin
                next_x = x + 1;
                next_y = y;
            end
            TS_L: begin
                next_x = x - 1;
                next_y = y;
            end
            TS_D: begin
                next_x = x;
                next_y = y + 1;
            end
            default: begin
                next_x = x;
                next_y = y;
            end
        endcase
    end
    else begin
        next_x = 0;
        next_y = 0;
    end
    if (state == S_TRV) begin
        case (trv_state)
            TS_CALC: next_calc_count = calc_count + 1;
            TS_END : next_calc_count = 0;
            default: next_calc_count = calc_count;
        endcase
    end
    else if (state == S_NEW) begin
        next_calc_count = calc_count + 1;
    end
    else begin
        next_calc_count = 0;
    end
    if (state == S_TRV) begin
        case (trv_state)
            TS_CALC: next_cover_num = cover_num + calc_tmp;
            TS_END : next_cover_num = 0;
            default: next_cover_num = cover_num;
        endcase
    end
    else begin
        next_cover_num = 0;
    end
    case (state)
        S_TRV: begin
            if (trv_state == TS_END) begin
                next_max_cover = (max_cover > cover_num) ? max_cover : cover_num;
                next_max_x = (max_cover > cover_num) ? max_x : x;
                next_max_y = (max_cover > cover_num) ? max_y : y;
            end
            else begin
                next_max_cover = max_cover;
                next_max_x = max_x;
                next_max_y = max_y;
            end
        end
        S_NEW: begin
            if (calc_end) begin
                next_max_cover = 0;
                next_max_x = 0;
                next_max_y = 0;
            end
            else begin
                next_max_cover = max_cover;
                next_max_x = max_x;
                next_max_y = max_y;
            end
        end
        default: begin
            next_max_cover = max_cover;
            next_max_x = max_x;
            next_max_y = max_y;
        end
    endcase
end
always @(*) begin
    case (state)
        S_NEW: begin
            if (calc_end) begin
                next_cx1 = cx2;
                next_cy1 = cy2;
                next_cx2 = max_x;
                next_cy2 = max_y;
            end
            else begin
                next_cx1 = cx1;
                next_cy1 = cy1;
                next_cx2 = cx2;
                next_cy2 = cy2;
            end
        end
        default: begin
            next_cx1 = cx1;
            next_cy1 = cy1;
            next_cx2 = cx2;
            next_cy2 = cy2;
        end
    endcase
end
always @(posedge CLK or posedge RST) begin
    if (RST) begin
        in_count <= 0;
        cvg_count <= 0;
        for (i = 0; i < 40; i = i + 1) begin
            points_x[i] <= 0;
            points_y[i] <= 0;
            is_valid[i] <= 0;
        end
        x <= 0; y <= 0;
        cover_num <= 0;
        calc_count <= 0;
        max_cover <= 0;
        max_x <= 0; max_y <= 0;
        cx1 <= 0; cy1 <= 0;
        cx2 <= 0; cy2 <= 0;
    end
    else begin
        in_count <= next_in_count;
        cvg_count <= next_cvg_count;
        for (i = 0; i < 40; i = i + 1) begin
            points_x[i] <= next_points_x[i];
            points_y[i] <= next_points_y[i];
            is_valid[i] <= next_is_valid[i];
        end
        x <= next_x; y <= next_y;
        cover_num <= next_cover_num;
        calc_count <= next_calc_count;
        max_cover <= next_max_cover;
        max_x <= next_max_x; max_y <= next_max_y;
        cx1 <= next_cx1; cy1 <= next_cy1;
        cx2 <= next_cx2; cy2 <= next_cy2;
    end
end
endmodule
module is_covered (
    input  [3:0] ci,
    input  [3:0] cj,
    input  [3:0] pi,
    input  [3:0] pj,
    output covered
);
wire [3:0] diff_i, diff_j;
wire [3:0] valid;
assign covered = |valid;
assign diff_i = (ci > pi) ? (ci - pi) : (pi - ci);
assign diff_j = (cj > pj) ? (cj - pj) : (pj - cj);
assign valid[0] = (diff_i == 0) & (diff_j <= 4);
assign valid[1] = (diff_i <= 2) & (diff_j <= 3);
assign valid[2] = (diff_i <= 3) & (diff_j <= 2);
assign valid[3] = (diff_i <= 4) & (diff_j == 0);
endmodule
```
**./constraint.sdc**
```tcl
current_design LASER

set clk_period 40.7
set clk_io_pct 0.2

create_clock -name clk0 -period $clk_period [get_ports {CLK}]

set non_clock_inputs [all_inputs -no_clocks]
set_input_delay [expr $clk_period * $clk_io_pct] -clock clk0 $non_clock_inputs
set_output_delay [expr $clk_period * $clk_io_pct] -clock clk0 [all_outputs]
```
**./run.sh**
```bash
#!/bin/bash
# OpenROAD 26Q1-2900-gdf79404cd8, Yosys 0.63+post, stock flow scripts
make -C /OpenROAD-flow-scripts/flow DESIGN_CONFIG=/design/flow/config.mk WORK_HOME=/design/flow/orfs finish
```
**./config.mk**
```make
export PLATFORM = sky130hd
export DESIGN_NAME = LASER
export DESIGN_NICKNAME = LASER
export VERILOG_FILES = /design/flow/design.v
export SDC_FILE = /design/flow/constraint.sdc
export NUM_CORES = 4
export LEC_CHECK = 1
export CORE_UTILIZATION = 30
```
==> run summary <==
This memo summarizes the results of the implementation run.

Final timing
The setup TNS is 0 ps. The slew at the pin with the worst max-slew slack is 885 ps. Counting pins that exceed their max-slew limit in the final report gives 0. On the final layout, the worst clock skew is 10.3 ps. The final timing summary puts the cycle share of the worst path at 0.241. Setup repair after global routing left no endpoint under its margin.

In the final report, the number of endpoints failing setup comes to 0. The relative slew slack is 0.408. Per the timing report, the achievable frequency comes out to 0.102 GHz. Counting endpoints that fail hold in the final report gives 0. For the finished layout, the period the worst path requires is 9820 ps.

Critical path
The worst register-to-register path depth is 25. The report lists the cells along the critical path as clkdlybuf4s50_1 > inv_8 > buf_4 > buf_12. The top fanout value on the critical path is ~120.

The worst path arrival time is about 10000 ps. The worst setup path is captured at an asynchronous set/reset pin. The startpoint type of the worst setup path is an input pin. The slowest stage of the critical path is the buf_4 cell. The startpoint-to-endpoint class of the critical path is in -> async. STA puts the critical path data required time at 41340 ps.

Among all stages on the critical path, the maximum delay recorded is 670 ps.

Logic synthesis
After synthesis, the cell types taking the most area are dfrtp_1 44%, nand2_1 11%, a31oi_1 8.5%. The fraction of registers with async set or reset after synthesis is 1.00. Yosys printed 15 warnings. The synthesized netlist was found by Yosys to have 2774 cells. The area fraction in compound gates is 0.164.

In this run, the synthesized area fraction spent on adder and majority cells is recorded as 0.103. In this run, the synthesized area fraction spent on and/or/nand/nor cells is recorded as 0.197. The proportion of synthesized area in mux cells is 0.0346. The area share of the largest cell type after synthesis is 0.439. The sequential share of the synthesized area is 0.441. Looking at the cell usage after synthesis, the top flip-flop cell is dfrtp_1. The synthesized design contains 424 register bits. In this run, the synthesized area fraction spent on xor and xnor cells is recorded as 0.0102.

The number of enable flip-flop cells is 0. The summed instance area of the synthesized netlist is 24000 um2. Synthesis produced 2774 cells. In the synthesis report, Yosys lists the chip area as 24000 um2.

The cell accounting for the most synthesized area is dfrtp_1. In this run, distinct cell masters in the synthesized netlist total 73. The top logic cell family in the synthesized netlist is simple AND/OR/NAND/NOR gates. The synthesized area per cell is 8.67 um2.

Floorplanning
The total number of placement rows is 103. The count of pins on the block boundary is 27. The chip occupies around 80000 um2. In this run the vertical extent of the chip is 285 um. The floorplan step defined a core boundary enclosing 79100 um2. The die extent in x is 285 um.

The floorplan utilization is 0.304.

Cells and area
From synthesis to final layout, the design area changed by 12.2%. In the final layout, the share of cells above drive strength 1 is 0.0618. By instance count after routing, the leading logic cell types are 680 x nand2_1, 422 x dfrtp_1, 366 x nor2_1. Counting only logic cells after layout, the most numerous master is nand2_1.

GRT
The global routing report lists combined usage of all routing layers as 0.144. The initial antenna violation count was 1. The met1 routing resource usage after global routing is 0.224. met1 is the most crowded layer. The number of global-route vias before repair came to around 18000. For met2 alone, demand over resource in global routing was 0.212.

The global route stage reports its total congestion overflow as 0. For this run, global-route usage on met3 was measured as 0.0245. Entering global routing, the biggest net connects 137 pins. The first global-routing pass estimated 93900 um of wire.

Detailed routing
The mean routed wirelength per cell is 14.8 um. The final layout contains routed wiring with a total length of between 50000 and 60000 um. After the first detailed-routing iteration, the DRC count stood at 1351.

The post-detailed-route DRC marker count is 0. The final route contains 18759 vias. The first detailed-routing pass took 5 iterations. In this run the remaining antenna-violating nets after routing total 0. Per the detail_route report, vias per standard cell equal 4.93.

Clock tree
After clock tree synthesis, the setup repair step added 0 buffers. In this run the number of H-tree levels came out at 2. The clock passes through at most 3 buffers. TritonCTS built the clock tree. The source-to-sink clock delay at the later pin of the worst-skew pair is 580 ps. The quantity of gates resized following cts is 0. The clock tree root driver cell is clkbuf_16. On the reported timing paths, the clock transition at the registers reads 60 ps.

The number of buffers added by the clock tree synthesis step is 47. The total of hold buffers inserted after clock tree synthesis is 0. The clock sink count is 424.

Placement
The global placer's final weighted congestion is about 0.88. The total of buffers placed on input and output ports is 26. The half-perimeter wire length of the detailed placement result is 37300 um.

Power
Summed over all cells, the static leakage comes to 11.2 nW. The switching portion of total power comes to 0.206. Summing internal, switching and leakage power gives 0.000901 W. The report lists the power per cell area as about 33 nW/um2. The switching power summed over all nets is approximately 0.00019 W. The clock power share is 0.521. Of the total power, registers draw 0.468. Cell internal power was estimated by the tool at 0.000716 W.

The proportion of power drawn by combinational gates is 0.011. The worst VDD IR drop from the latest analysis is 0.0276 mV.

Hold path
The path category of the worst min-delay check is reg -> reg. The depth of the worst hold-timing path is 1.

Run
The total number of warnings across the stage logs is 82. Per the run summary, max-cap violations total 0.

Run status
The run finished with clean final reports.
cell families after synthesis:
group,after synthesis
xor gates and xnor gates,28
adders and majority gates,175
AOI/OAI and AO/OA,591
DFF,424
and+or+nand+nor,1174
muxes,79
buffers and inverters,303
state kept, by name, summed over array words and instances, names as in the netlist:
register and cells:
calc_count 3, cover_num 6, cvg_count 2, cx1 4
cx2 4, cy1 4, cy2 4, in_count 6
is_valid 40, max_cover 6, max_x 4, max_y 4
points_x 160, points_y 160, state 4, trv_state 5
x 4, y 4
cell usage after synthesis, types with 11 or more instances:
cell and number:
o22a_1 32, a22o_1 14, and4_1 12, nor2b_1 23, nor2_1 367, a31oi_1 326
ha_1 133, buf_1 25, o21a_1 11, mux2i_1 50, buf_2 34, o21ai_0 37
fa_1 38, mux2_2 28, nor3_1 13, nand2_1 681, nand3_1 32, xnor2_1 20
dfrtp_1 422, inv_1 138, a21oi_1 65, clkbuf_1 104, a21o_1 20
stage by stage:
stage	std cells	utilization	hold WS (ps)	setup slack [ps]	area, um2
2_1_floorplan	2774	-	405	20760	24000
3_3_place_gp	3719	0.319	436	30160	25300
3_5_place_dp	3719	0.319	440	30180	25300
4_1_cts	3803	0.341	453	30790	27000
5_1_grt	3804	0.341	462	30540	27000
6_report	3804	0.341	450	30880	27000
layout make-up:
| type | count | area (um2) |
|---|---|---|
| inverter | 138 | 526 |
| clock buffer | 65 | 1380 |
| sequential | 424 | 10600 |
| multi-input combinational | 2047 | 12300 |
| antenna | 1 | 2.50 |
| timing repair buffer | 60 | 541 |
| clock inverter | 19 | 333 |
| tap | 1050 | 1310 |
| fill | 8075 | 52200 |
power groups by stage:
stage | combinational (W) | sequential, W | clock, W
after CTS | 0.0000106 | 0.000421 | 0.000480
after global routing | 0.0000117 | 0.000421 | 0.000499
final | 0.00000979 | 0.000422 | 0.000470
critical path, delay by kind of cell:
kind     cells  cell delay (ps)
buf+inv      4             2130
final timing paths:
check                      startpoint  slack, ps              end
max                               RST      30880  points_x[32][0]
min                          state[3]        450         state[0]
max reg2reg                  state[2]      33980     cover_num[4]
min reg2reg                  state[3]        450         state[0]
max in group clk0              cx1[0]      31130           C1X[0]
min in group asynchronous         RST       8050           cy2[0]
routing by layer:
| metal | up-vias | share of wire |
|---|---|---|
| li1 | 9393 | - |
| met1 | 8991 | 0.49 |
| met2 | 281 | 0.45 |
| met3 | 94 | 0.040 |
| met4 | 0 | 0.027 |
| met5 | - | 0 |
Power is estimated from default activity; no workload was simulated.
